[run.sh]
#!/bin/bash
# OpenROAD 26Q1-2900-gdf79404cd8, Yosys 0.63+post, stock flow scripts
make -C /OpenROAD-flow-scripts/flow DESIGN_CONFIG=/design/flow/config.mk WORK_HOME=/design/flow/orfs finish
[config.mk]
export PLATFORM = sky130hd
export DESIGN_NAME = direc
export DESIGN_NICKNAME = direc
export VERILOG_FILES = /design/flow/design.v
export SDC_FILE = /design/flow/constraint.sdc
export NUM_CORES = 4
export LEC_CHECK = 1
export CORE_UTILIZATION = 30
[constraint.sdc]
current_design direc

set clk_period 4.6
set clk_io_pct 0.2

create_clock -name clk0 -period $clk_period [get_ports {clk}]

set non_clock_inputs [all_inputs -no_clocks]
set_input_delay [expr $clk_period * $clk_io_pct] -clock clk0 $non_clock_inputs
set_output_delay [expr $clk_period * $clk_io_pct] -clock clk0 [all_outputs]
[design.v]
module change (output1 , input1 , input2 , changed);
input [6:0] input1; 
input [6:0] input2;
input changed;
output [6:0] output1;
reg [6:0] output1;
always@(changed) 
begin
if (changed)begin 
output1 <= input1;
end else
begin
output1 <= input2;
end 
end
endmodule
module clk_generator(clk_1hz,clk);
input clk;
output clk_1hz;
reg clk_1hz;
reg[24:0]count;
always@ (posedge clk)
begin if(count==25_000_000)begin
count <= 0;
clk_1hz <= ~clk_1hz;
end else begin 
count <= count +1;
clk_1hz <= clk_1hz;
end 
end
endmodule
module clk_generator1(clk_1hz,clk);
input clk;
output clk_1hz;
reg clk_1hz;
reg[34:0]count;
always@ (posedge clk)
begin if(count==3465)begin
count <= 0;
clk_1hz <= ~clk_1hz;
end else begin 
count <= count +1;
clk_1hz <= clk_1hz;
end 
end
endmodule
module direc (output1,secs_segments,changed,reset,clk);
output [13:0] secs_segments;
output [6:0] output1;
wire [6:0] output2;
wire [6:0] output3;
wire [13:0] secs_segments1;
wire [13:0] mins_segments;
wire [13:0] hours_segments;
input reset;
input clk;
input changed;
wire clk_1hz,min_complete,hour_complete,day_complete,reset;
wire [7:0] mins,secs,hrs;
wire [6:0] secst , secsu;
assign secs_segments1 = {secs_tens_segments,secs_units_segments};
assign mins_segments = {mins_tens_segments,mins_units_segments};
assign hours_segments = {hours_tens_segments,hours_units_segments};
assign secs_segments = {~secst,~secsu};
clk_generator clk2 (clk_1hz,clk);
clk_generator1 clk3 (clk_min,clk);
sixty_counter seconds (secs,min_complete,clk_1hz,~reset);
sixty_counter minutes (mins,hour_complete,min_complete,~reset);
twentyfour_counter hours (hrs, day_complete,hour_complete,~reset);
wire [6:0] secs_units_segments,secs_tens_segments;
wire [6:0] mins_units_segments,mins_tens_segments;
wire [6:0] hours_units_segments,hours_tens_segments;
seven_segment_decoder secs_units (secs[3:0],secs_units_segments);
seven_segment_decoder secs_tens (secs[7:4],secs_tens_segments);
seven_segment_decoder mins_units (mins[3:0],mins_units_segments);
seven_segment_decoder mins_tens (mins[7:4],mins_tens_segments);
seven_segment_decoder hrs_units (hrs[3:0],hours_units_segments);
seven_segment_decoder hrs_tens (hrs[7:4],hours_tens_segments);
hrs_mins_secs hrs_mins_secs1(output2,secst,secsu,~hours_segments,~mins_segments,~secs_segments1,clk_min);
eclipse eclipse1(output3,clk_min);
change change1 (output1 , output3 , output2 , changed);
endmodule
module eclipse(output1,clk);
input clk;
output [6:0] output1;
reg    [6:0] output1;
reg [32:0] count = 2'b01;
always@(posedge clk)
begin
if (count == 1 )
begin
output1 <= 7'b1111001 ;
count <= count +1 ; 
end 
else if (count == 2 )
begin
output1 <=  7'b0000000 ;
count <= count +1;
end 
else if (count == 5)
begin
output1 <= 7'b0111001;
count <= count +1;
end else if(count == 6)
begin
output1 <=  7'b0000000 ;
count <= count +1;
end 
else  
if (count == 9) begin
output1 <=  7'b0111000;
count <= count +1;
end 
else if (count == 10) 
begin 
output1 <=  7'b0000000 ;
count <= count +1;
end
else if (count == 13) 
begin 
output1 <=  7'b0110000;
count <= count +1;
end 
else if(count == 14)
begin
output1 <=  7'b0000000 ;
count <= count +1;
end 
if (count == 17) begin
output1 <=  7'b1110011;
count <= count +1;
end 
else if (count == 18) 
begin 
output1 <=  7'b0000000 ;
count <= count +1;
end
else if (count == 21) 
begin 
output1 <=  7'b1101101;
count <= count +1;
end 
else if(count == 22)
begin
output1 <=  7'b0000000 ;
count <= count +1;
end 
if (count == 25) begin
output1 <=  7'b1111011;
count <= count +1;
end 
else if (count == 26) 
begin 
output1 <=  7'b0000000 ;
count <= count +1;
end
else if (count == 900)
begin
count <= 1;
end 
else 
begin  
count <= count +1;
end
end
endmodule
module hrs_mins_secs(output1,secst,secsu,hrs,mins,secs,clk);
input [13:0] hrs;
input [13:0] mins;
input [13:0] secs;
input clk;
output [6:0] output1;
output [6:0] secst;
output [6:0] secsu;
reg    [6:0] output1;
reg [32:0] count = 2'b01;
reg    [6:0] secst;
reg    [6:0] secsu;
always@(posedge clk)
begin
if (count == 1 )
begin
output1 <=  hrs[13:7] ;
secst <=    hrs[13:7];
count <= count +1 ; 
end 
else if (count == 2 )
begin
output1 <=  6'b0000000 ;
count <= count +1;
end 
else if (count == 5)
begin
output1 <=  hrs [6:0];
secsu <=    hrs [6:0];
count <= count +1;
end else if(count == 6)
begin
output1 <=  6'b0000000 ;
count <= count +1;
end 
else  
if (count ==28) begin
output1 <=  mins [13:7];
count <= count +1;
end 
else if (count == 29) 
begin 
output1 <=  6'b0000000 ;
count <= count +1;
end
else if (count == 34) 
begin 
output1 <=  mins [6:0];
count <= count +1;
end 
else if(count == 35)
begin
output1 <=  6'b0000000 ;
count <= count +1;
end 
if (count == 57) begin
output1 <=  secs [13:7];
count <= count +1;
end 
else if (count == 58) 
begin 
output1 <=  6'b0000000 ;
count <= count +1;
end
else if (count == 62) 
begin 
output1 <=  secs [6:0];
count <= count +1;
end 
else if(count == 63)
begin
output1 <=  6'b0000000 ;
count <= count +1;
end 
else if (count == 900)
begin
count <= 1;
end 
else 
begin  
count <= count +1;
end
end
endmodule
module seven_segment_decoder(num,segments);
input[3:0]num;
output[6:0]segments;
reg [6:0] segments;
always@(num)
begin
case (num)
0: segments <= ~7'b0111111;  
1: segments <= ~7'b0000110;
2: segments <= ~7'b1011011;  
3: segments <= ~7'b1001111;  
4: segments <= ~7'b1100110;  
5: segments <= ~7'b1101101;  
6: segments <= ~7'b1111101;  
7: segments <= ~7'b0000111;  
8: segments <= ~7'b1111111;  
9: segments <= ~7'b1101111;  
default: segments <= 7'bx;  
endcase
end
endmodule
module sixty_counter (count,count_complete,clk,reset);
input clk,reset;
output count_complete;
output [7:0] count;
reg[3:0] tens_counter , units_counter;
assign count = {tens_counter,units_counter};
reg count_complete;
always @(posedge clk) begin
if(reset) begin 
tens_counter <=0;
units_counter <=0;
count_complete <=0;
end else if(units_counter == 9) begin 
if(tens_counter==5) begin
count_complete <=1;
units_counter <= 0;
tens_counter <=0;
end else begin 
count_complete <=0;
units_counter <=0;
tens_counter = tens_counter + 1;
end end else begin
units_counter <=units_counter +1;
count_complete <=0;
end 
end 
endmodule
module twentyfour_counter (count,count_complete,clk,reset);
input clk,reset;
output count_complete;
output [7:0] count;
reg[3:0] tens_counter , units_counter;
assign count = {tens_counter,units_counter};
reg count_complete;
always @(posedge clk) begin
if(reset) begin 
tens_counter <=0;
units_counter <=0;
count_complete <=0;
end 
else 
if(units_counter == 9) 
      begin  
      count_complete <=0;
      units_counter <=0;
      tens_counter = tens_counter + 1;
      end  
else if(units_counter == 3 && tens_counter == 2)
     begin
       count_complete <=1;
       units_counter <= 0;
       tens_counter <=0;
	   end
 else 
 begin
   units_counter <=units_counter +1;
   count_complete <=0;
end 
end 
endmodule
==> flow_summary_export.csv <==
group,metric,value,unit
final_timing,fin_setup_tns,0,ns
placement,port_buffers,23,
worst_setup_path,crit_buf_inv,2,
placement,place_hpwl,13.1,mm
run_status,run_status,"finished clean",
worst_setup_path,critPathMostFrequentCell,"clkdlybuf4s50_1",
drt,drtAntennaViolNets,0,
floorplanning,coreArea,32800,um^2
worst_setup_path,cp_slowest_cell,"clkdlybuf4s50_1",
clock_tree,cts_tree,"built",
power,vdd_drop_max,0.188,mV
final_timing,period_minus_slack,3.25,ns
final_timing,untimed_endpoints,197,
drt,diodes,0,
logic_synthesis,yosysChipArea,10100,um^2
global_route,grt_first_pass_wirelength,29.4,mm
clock_tree,clock_latency,0.33,ns
logic_synthesis,postSynthSeqShare,0.469,
final_timing,hold_violations,0,
placement,routabilityCongestion,0.876,
min_path,hold_class,"flip-flop to flip-flop",
global_route,grt_pass1_vias,6276,
final_timing,slew_headroom,0.470,
final_layout,fillerInstances,3278,
clock_tree,cts_max_level,3,
logic_synthesis,ys_cells,1071,
global_route,gr-total-overflow,0,
power,power_per_cell_area,110,nW/um^2
logic_synthesis,yosysWarnings,9,
final_layout,synthToLayoutAreaGrowth,10.0,%
logic_synthesis,syn_area,10100,um^2
drt,avgRoutedWirePerCell,11.3,um
drt,vias_per_cell,4.53,
clock_tree,cts_setup_buffers,0,
final_timing,unclocked_regs,162,
worst_setup_path,crit_fanout,7,
worst_setup_path,crit_path_start_kind,"primary input",
logic_synthesis,syn_inst,1071,
global_route,grt_antenna_before_repair,0,
final_timing,fmax,308,MHz
final_timing,slew_viol_final,0,
clock_tree,ctsResizeCount,0,
floorplanning,die_w,185,um
logic_synthesis,yosys.area.top_type,"dfxtp_1",
job,max-cap-violations,0,
logic_synthesis,yosysUniqueCellTypes,64,
worst_setup_path,cp.arrival,2.33,ns
final_timing,finClkSkew,0.00764,ns
clock_tree,clk_pin_slew_worst_paths,0.05,ns
drt,drt_iter0_markers,355,
logic_synthesis,yosys_most_used_dff,"dfxtp_1",
clock_tree,cts_root_buffer,"clkbuf_16",
worst_setup_path,crit_chain,"clkdlybuf4s50_1, mux2_2, clkdlybuf4s50_1",
logic_synthesis,async_reset_ff_frac,0,
global_route,grt_start_max_net_pins,95,
logic_synthesis,ys.flops,224,
worst_setup_path,critical_path_required,3.68,ns
final_timing,rsz0062_at_grt,"false",
drt,dr_total_vias,6932,
final_timing,final-setup-viol-count,0,
drt,drt_first_pass_iters,4,
worst_setup_path,cpPeakStageDelay,0.63,ns
floorplanning,rows,66,
floorplanning,dieArea,34200,um^2
floorplanning,pin_count,24,
drt,drc,0,
job,warnings,61,
clock_tree,cts_hold_buf,0,
logic_synthesis,area_leaders,"dfxtp_1 (40%), edfxtp_1 (6.9%), xnor2_1 (6.4%)",
worst_setup_path,cp_top_family,"buffers and inverters",
clock_tree,cts_buffer_depth,2,
final_layout,layout-drive-gt1-share,0.0414,
final_layout,final_cells,1530,
worst_setup_path,cp-end-kind,"output pin",
power,leakage,4.29,nW
worst_setup_path,crit_type,"primary input to output pin",
final_timing,tightest_slew,0.787,ns
floorplanning,floorplan.core_util,0.307,
final_timing,finalCritPeriodShare,0.706,
drt,routed_wl,17.3,mm
floorplanning,die_y,185,um
placement,place_inst,1515,
clock_tree,cts_buffers,9,
logic_synthesis,edf_count,23,
global_route,grt_usage,0.105,
logic_synthesis,top_cell_area_share,0.400,
logic_synthesis,syn_avg_cell_area,9.38,um^2
worst_setup_path,r2r_setup_slack,2.58,ns
power,power,1.22,mW
final timing paths:
kind                            depth (start not counted)                      start                         to
worst min-delay path                                    1  clk3.count[34]$_SDFF_PN0_  clk3.count[34]$_SDFF_PN0_
worst min register to register                          1  clk3.count[34]$_SDFF_PN0_  clk3.count[34]$_SDFF_PN0_
worst max register to register                          5   clk2.count[3]$_SDFF_PN0_  clk2.count[21]$_SDFF_PN0_
worst max-delay path                                    3                    changed                 output1[1]
cells in the final DEF (no fill, tap or decap), drive strengths merged, types with 8 or more instances in the layout:
master and instances:
nand2b 11, nand4b 8, dfxtp 201, nor3 21, xor2 51, mux2i 12, nor4 32, and4 15
clkbuf 11, nand3 57, or2 10, ha 50, nor2b 9, a21oi 32, and2 9, nor2 112
o21ai 20, mux2 8, nand2 74, nand4 34, inv 84, xnor2 73, and3 21, edfxtp 23
clkdlybuf4s50 23
flip-flops by register name (all words and copies together) (netlist names), 7 cells and up:
register	cells
clk2.count	25
clk3.count	35
eclipse1.count	33
eclipse1.output1	7
hours_tens_segments	7
hours_units_segments	7
hrs_mins_secs1.count	33
hrs_mins_secs1.output1	7
hrs_mins_secs1.secst	7
hrs_mins_secs1.secsu	7
mins_tens_segments	7
mins_units_segments	7
secs_tens_segments	7
secs_units_segments	7
cell usage after synthesis (all sizes together), types with 3 or more instances:
| cell type | instances |
|---|---|
| o211ai | 4 |
| ha | 50 |
| nand2 | 74 |
| nor4b | 3 |
| o22a | 5 |
| xnor2 | 73 |
| buf | 5 |
| o2bb2ai | 3 |
| and3 | 21 |
| or4 | 5 |
| edfxtp | 23 |
| nand3b | 7 |
| or2 | 10 |
| nor2b | 9 |
| a31oi | 5 |
| xor2 | 51 |
| o31ai | 5 |
| inv | 84 |
| nor3 | 21 |
| nor2 | 112 |
| o21ai | 20 |
| nand3 | 57 |
| mux2 | 8 |
| nand2b | 11 |
| a21o | 4 |
| dfxtp | 201 |
| nand4b | 8 |
| and4 | 15 |
| clkbuf | 21 |
| mux2i | 12 |
| and2 | 9 |
| nor4 | 32 |
| a21oi | 32 |
| a211oi | 4 |
| nand4 | 34 |
| o22ai | 6 |
| or3 | 4 |
cells by family after synthesis:
group,count (synthesis),synth area share
multiplexers,20,0.0209
adder cells (fa/ha/maj),50,0.0622
XOR/XNOR,124,0.108
flip-flops,224,0.469
AND/OR/NAND/NOR,440,0.233
AND-OR/OR-AND,102,0.0651
buffers and inverters,111,0.0421
stage by stage:
stage	util	area [um^2]	setup WS (ns)	hold slack (ns)
finish	0.337	11100	1.35	0.461
global route	0.337	11100	1.31	0.479
CTS	0.337	11100	1.34	0.462
detailed placement	0.328	10800	1.34	0.445
global placement	0.328	10800	1.38	0.447
floorplan	-	10100	2.18	0.430
cell type report:
type	count	area [um^2]	area share
multi-input combinational	736	4910	0.444
sequential	224	4710	0.426
tap	442	553	0.0500
inverter	85	319	0.0289
timing repair buffer	28	268	0.0242
clock buffer	11	243	0.0220
clock inverter	4	47.5	0.00430
report_power, final:
part / switching (mW) / leakage (nW) / total, mW / internal, mW
combinational: 0.0151 / 2.28 / 0.0245 / 0.00937
sequential: 0 / 1.86 / 0.541 / 0.541
clock: 0.222 / 0.141 / 0.650 / 0.428
metal layers:
metal | global-route usage | wire length (um) | vias to the layer above
li1 | - | - | 3704
met5 | 0 | 0 | -
met4 | 0.0126 | 209 | 0
met2 | 0.158 | 7160 | 81
met3 | 0.0156 | 593 | 17
met1 | 0.166 | 9360 | 3130
Power and IR drop assume default switching activity.
